`design/flow/constraint.sdc`:
```
current_design async_fifo

set clk_period 3.1
set clk_io_pct 0.2

create_clock -name clk0 -period $clk_period [get_ports {rd_clk}]
create_clock -name clk1 -period $clk_period [get_ports {wr_clk}]

set non_clock_inputs [all_inputs -no_clocks]
set_input_delay [expr $clk_period * $clk_io_pct] -clock clk0 $non_clock_inputs
set_output_delay [expr $clk_period * $clk_io_pct] -clock clk0 [all_outputs]
```
`design/flow/design.v`:
```
`timescale 1ns / 1ps  
module async_fifo
  (
    input wr_clk,         
    input wr_en,
    input [8-1:0]wr_data,  
    input wr_rst,      
    input rd_clk,
    input rd_en,         
    input rd_rst,
    output reg [8-1:0]rd_data,  
    output full,    
    output empty
  );
  reg [8-1 : 0]mem[0:8-1];
  reg [$clog2(8):0]rd_ptr, wr_ptr;
  wire [$clog2(8):0] gray_wr_ptr, gray_rd_ptr,    
       sync_gray_wr_ptr, sync_gray_rd_ptr,  
       sync_wr_ptr, sync_rd_ptr;  
  b2g inst(rd_ptr, gray_rd_ptr);  
  syncro inst1(wr_clk, wr_rst, gray_rd_ptr, sync_gray_rd_ptr); 
  g2b inst2(sync_gray_rd_ptr, sync_rd_ptr);
  b2g inst3(wr_ptr, gray_wr_ptr);  
  syncro inst4(rd_clk, rd_rst, gray_wr_ptr, sync_gray_wr_ptr); 
  g2b inst5(sync_gray_wr_ptr, sync_wr_ptr);
   always @(posedge wr_clk or posedge wr_rst)
  begin
    if(wr_rst)
    begin
      wr_ptr <= 0;
    end
    else if(!full && wr_en)
    begin
      mem[wr_ptr]<=wr_data;
      wr_ptr <= (wr_ptr+1)%(1 << ($clog2(8)+1));
    end
  end
    always @(posedge rd_clk or posedge rd_rst)
  begin
    if(rd_rst)
    begin
      rd_ptr <= 0;
    end
    else if(!empty && rd_en)
    begin
      rd_data <= mem[rd_ptr];
      rd_ptr <= (rd_ptr+1)%(1 << ($clog2(8)+1));
    end
  end
  assign empty = (rd_ptr == sync_wr_ptr) ? 1'b1 : 1'b0;
  assign full  = ({~(sync_rd_ptr[$clog2(8)]),sync_rd_ptr[($clog2(8)-1):0]} == wr_ptr) ? 1'b1 : 1'b0;
endmodule
module b2g(bin, gray);
  input [$clog2(8):0]bin;
  output [$clog2(8):0]gray;
  genvar i;
  generate
    for(i=0; i<$clog2(8); i=i+1)
    begin
      assign  gray[i] = bin[i] ^ bin[i+1];
    end
  endgenerate
  assign gray[$clog2(8)]=bin[$clog2(8)];
endmodule
module g2b(gray, binary);
  input [$clog2(8):0]gray;
  output [$clog2(8):0]binary;
  genvar i;
  generate
    for(i=0; i<$clog2(8); i=i+1)
    begin
      assign binary[i] = ^(gray >> i);
    end
  endgenerate
endmodule
module syncro(clk,rst,d,q);
  input clk;
  input rst;
  input [$clog2(8):0]d;
  output reg [$clog2(8):0]q;
  reg [$clog2(8):0]q0;
  always @(posedge clk)
  begin
    if(rst)
    begin
      q0<=0;
      q<=0;
    end
    else
    begin
      q0<=d;
      q<=q0;
    end
  end
endmodule
```
`design/flow/run.sh`:
```
#!/bin/bash
# OpenROAD 26Q1-2900-gdf79404cd8, Yosys 0.63+post, stock flow scripts
make -C /OpenROAD-flow-scripts/flow DESIGN_CONFIG=/design/flow/config.mk WORK_HOME=/design/flow/orfs finish
```
`design/flow/config.mk`:
```
export PLATFORM = sky130hd
export DESIGN_NAME = async_fifo
export DESIGN_NICKNAME = async_fifo
export VERILOG_FILES = /design/flow/design.v
export SDC_FILE = /design/flow/constraint.sdc
export NUM_CORES = 4
export LEC_CHECK = 1
export CORE_UTILIZATION = 30
```
==> metrics.yaml <==
yosys:
  synth_cells: 269
  synthesis.area_mm2: 0.00391
  yosysCellCount: 269
  yosys_warnings: 5
  mux_share_pct: 1.09
  simple_gate_area_share_pct: 9.65
  post_synth_ao_oa_area_fraction_pct: 9.27
  synth.cellmix.adderShare_pct: 5.12
  number_of_enable_flip_flop_cells: 72
  synth.avg_cell_area_um2: 14.5
  post_synth_cell_types: 43
  synth-main-ff-cell: "edfxtp_1"
  xor_and_xnor_fraction_of_the_mapped_netlist_area_pct: 3.32
  synth.ff_latch_count: 96
  dominant_non_sequential_cell_family_after_synthesis: "simple AND/OR/NAND/NOR gates"
  synth_seq_share_pct: 68.5
  async_set_reset_flop_share_out_of_synthesis_pct: 8.33
  yosys.stat.chipArea_mm2: 0.00391
routing:
  drt_iter0_drc: 104
  n_antenna_cell: 0
  first_pass_iters: 4
  drt_drc_violations_left: 0
  routed_wirelength_um: 7120
  routedWlPerCell_um: 15.0
  viasPerCell: 4.66
  vias: 2210
  count_of_antenna_violating_nets_left_after_detailed_routing: 0
global_routing:
  maximum_number_of_pins_on_one_net_before_global_route_repair: 17
  grt_usage_pct: 11.9
  grt_pass1_vias: 2182
  total_grt_overflow: 0
  antenna_found_initial: 0
  grt_pass1_wl_um: 11400
sta:
  final.hold.worst_slack_ns: 0.433
  final.setup.worst_slack_ns: 0.341
  number_of_slew_limit_violations_in_the_final_report: 0
  slew_at_the_pin_with_the_worst_max_slew_slack_ns: 0.573
  setup_viol: 0
  timing.clock.skew_ns: 0.00705
  worst_slew_margin_rel_pct: 61.8
  final.setup.tns_ns: 0
  finalHoldViolations: 0
  setup_repair_after_global_routing_missed_its_margin: "false"
floorplan:
  die_h_um: 116
  std_cell_rows: 41
  initCoreUtil_pct: 30.9
  dieWidth_um: 116
  die_area_mm2: 0.0135
  ios: 24
  floorplan.core_area_mm2: 0.0127
worst_setup_path:
  setup.worst_path.class: "flop to output pin"
  cp-end-kind: "output pin"
  crit_path_start_kind: "flop"
  cp_max_fo: 6
  timing.critical_path.required_ns: 2.48
  timing.critical_path.arrival_ns: 2.14
finish:
  areaGrowthSynthToFinish_pct: 20.3
  drive_above_1_share_pct: 9.93
  num-fill-cells: 1175
power_and_ir_drop:
  p_leak_nw: 1.67
  fin_total_pwr_mw: 4.33
  power_dens_cells_mw_per_mm2: 921
  vdd_ir_drop_max_mv: 0.320
cts:
  post_cts.repair.setup_buffers: 0
  clock_sinks: 96
  clock_slew_at_the_register_clock_pins_of_the_worst_setup_and_hold_paths_ns: 0.06
  post_cts_hold_buffer_count: 0
  tritoncts: "done"
  post_cts_resize_count: 0
outcome:
  run_status: "finished, final reports clean"
flow_run:
  max-cap-violations: 0
  number_of_openroad_warnings: 36
place:
  io_buffers: 22
  place_worst_setup_slack_ns: 0.611
  gp_routability_congestion: 0.813
  dp.final_hpwl_um: 4930
min_path:
  worstHoldPathType: "flop to flop"
==> area by class of cell <==
| class | count | area, um2 | area share (%) |
|---|---|---|---|
| Tap cell | 172 | 215 | 4.57 |
| Multi-Input combinational cell | 145 | 1110 | 23.7 |
| Inverter | 14 | 52.6 | 1.12 |
| Clock buffer | 16 | 337 | 7.15 |
| Clock inverter | 4 | 50.0 | 1.06 |
| Timing Repair Buffer | 27 | 258 | 5.47 |
| Sequential cell | 96 | 2680 | 57.0 |
==> metrics by stage <==
stage	area [um2]	cells	util, %
floorplan	3910	269	-
global placement	4320	454	34.1
detailed placement	4320	454	34.1
CTS	4710	474	37.2
global route	4710	474	37.2
finish	4710	474	37.2
==> kinds of logic (layout without fill, tap and decap cells) <==
group	after synthesis	count (layout)
DFF	96	96
muxes	4	4
buffers and inverters	28	61
and+or+nand+nor	70	70
AOI/OAI and AO/OA	44	44
xor gates and xnor gates	11	11
adders and majority gates	16	16
==> cell usage after synthesis, types with 3 or more instances <==
library cell,number,area (um2)
a21oi_1,8,40.0
a221oi_1,4,35.0
a222oi_1,8,80.1
a22o_1,6,52.6
a32oi_1,4,35.0
a41oi_1,6,52.6
and2_1,6,37.5
and3_1,3,18.8
buf_1,4,15.0
buf_2,4,20.0
clkbuf_1,5,18.8
dfrtp_1,8,200
dfxtp_1,16,320
edfxtp_1,72,2160
ha_1,16,200
inv_1,14,52.6
nand2_1,14,52.6
nand4_1,4,25.0
nor2_1,15,56.3
nor2b_1,17,106
xnor2_1,7,61.3
==> where the power goes <==
part	switching [mW]	internal, mW	leakage [nW]	total (mW)
registers	0.152	1.63	0.884	1.78
logic	0.663	0.592	0.603	1.26
clock network	0.454	0.845	0.182	1.30
==> worst max-delay path: stages, from the launching register on <==
cell	delay (ns)
dfrtp_1	0.47
xnor2_1	0.37
mux2i_1	0.29
a2bb2oi_2	0.24
inv_1	0.06
clkdlybuf4s50_1	0.39
==> cells in the final DEF, fill, tap and decap left out, drive strengths merged, types with 2 or more instances in the layout <==
cell           instances
edfxtp                72
clkdlybuf4s50         22
nor2b                 17
ha                    16
dfxtp                 16
clkbuf                16
nor2                  15
inv                   14
nand2                 14
a21oi                  8
a222oi                 8
dfrtp                  8
xnor2                  7
and2                   7
a22o                   6
a41oi                  6
buf                    5
nand4                  4
a32oi                  4
a221oi                 4
and3                   3
xor2                   3
mux2i                  2
nor3b                  2
o21ai                  2
nor3                   2
mux2                   2
clkinvlp               2
or2                    2
a31oi                  2
==> per-layer routing <==
layer | vias to the layer above | share of wire [%] | global-route usage [%]
met5 | - | 0 | 0
met4 | 0 | 2.6 | 2.56
met3 | 14 | 10 | 5.92
met2 | 103 | 46 | 18.2
met1 | 1032 | 41 | 15.8
li1 | 1061 | - | -
==> state kept, by name, summed over array words and instances (netlist names) <==
register and count:
mem 64, rd_data 8, inst1.q0 4, inst1.q 4, inst4.q0 4, inst4.q 4, rd_ptr 4, wr_ptr 4
==> final timing paths <==
kind                       slack (ns)   startpoint         end  depth (start not counted)
max reg2reg                      0.74    rd_ptr[1]  rd_data[0]                          6
min reg2reg                      0.43  inst1.q0[2]  inst1.q[2]                          1
min in group clk0                0.44  inst4.q0[0]  inst4.q[0]                          1
max                              0.34    wr_ptr[0]        full                          5
min in group asynchronous        0.77       wr_rst   wr_ptr[2]                          2
max in group clk1                0.84    wr_ptr[0]   mem[3][1]                          6
min                              0.43  inst1.q0[2]  inst1.q[2]                          1
max in group asynchronous        2.11       rd_rst   rd_ptr[3]                          2
Power is estimated from default activity; no workload was simulated.
